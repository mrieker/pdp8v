--- /design/flow/design.v ---
module DFFModule (U, Q, _Q, T, D, _PC, _PS, _SC);
    input   U;
    output  Q;
    output _Q;
    input   T;
    input   D;
    input _PC;
    input _PS;
    input _SC;
    wire a, b, c, d, e, f;
    assign  Q = e;
    assign _Q = f;
    StandCell AA (U, a, b & d & _PS);
    StandCell BB (U, b, a & T & _PC);
    StandCell CC (U, c, d & T & b);
    StandCell DD (U, d, c & D & _PC & _SC);
    StandCell EE (U, e, f & b & _PS);
    StandCell FF (U, f, e & c & _PC);
endmodule
module StandCell (U, _Q, D);
    input   U;
    output _Q;
    input   D;
    reg    _Q;
    reg[2:0] tphl;
    reg[4:0] tplh;
    always @ (posedge U) begin
        if (D) begin
            tplh <= 0;
            if (tphl != 7) begin
                _Q <= 1;
                tphl <= tphl + 3'b1;
            end else begin
                _Q <= 0;
            end
        end else begin
            tphl <= 0;
            if (tplh != 31) begin
                _Q <= 0;
                tplh <= tplh + 5'b1;
            end else begin
                _Q <= 1;
            end
        end
    end
endmodule
--- /design/flow/run.sh ---
#!/bin/bash
# OpenROAD 26Q1-2900-gdf79404cd8, Yosys 0.63+post, stock flow scripts
make -C /OpenROAD-flow-scripts/flow DESIGN_CONFIG=/design/flow/config.mk WORK_HOME=/design/flow/orfs finish
--- /design/flow/config.mk ---
export PLATFORM = sky130hd
export DESIGN_NAME = DFFModule
export DESIGN_NICKNAME = DFFModule
export VERILOG_FILES = /design/flow/design.v
export SDC_FILE = /design/flow/constraint.sdc
export NUM_CORES = 4
export LEC_CHECK = 1
export CORE_UTILIZATION = 40
--- /design/flow/constraint.sdc ---
current_design DFFModule

set clk_period 1.9
set clk_io_pct 0.2

create_clock -name clk0 -period $clk_period [get_ports {U}]

set non_clock_inputs [all_inputs -no_clocks]
set_input_delay [expr $clk_period * $clk_io_pct] -clock clk0 $non_clock_inputs
set_output_delay [expr $clk_period * $clk_io_pct] -clock clk0 [all_outputs]
==> ci_impl_report.md <==
## Synthesis and layout report

| Metric | Value |
|---|---|
| Run status | `finished clean` |
| Vias in the first global route | `1410` |
| Die area | `0.006156 mm^2` |
| Log Warnings | `31` |
| Max capacitance violation total | `0` |
| Register clock-pin slew on the reported worst setup and hold paths | `100 ps` |
| Starting utilization of the core area | `41.95%` |
| Fin. Hold Viols | `0` |
| Cell Count Post-Placement | `301` |
| Setup repair after global routing missed its margin | `false` |
| Syn-to-layout area delta | `11.13%` |
| Max Fclk | `0.6496 GHz` |
| Share of post-route cells with drive strength above 1 | `3.376%` |
| Category of the worst setup path launch point | `flip-flop` |
| Total power divided by cell area | `1338 mW/mm^2` |
| Slowest cell on the critical path | `clkdlybuf4s50_1` |
| Final TNS setup | `0 ps` |
| Sequential fraction of design power | `52.2%` |
| Worst Path Required | `1520 ps` |
| Maximum level of the CTS H-tree | `2` |
| Kind of critical path | `reg2out` |
| Sequential fraction of the synthesis area | `46.23%` |
| Slew at the pin closest to its max-slew limit | `230.0 ps` |
| Max-slew headroom | `84.67%` |
| Worst path arrival time | `1160 ps` |
| End of the worst register-to-register path | `CC.tplh[3]` |
| Start of the worst register-to-register path | `CC.tplh[0]` |
| Final critical-path share of the clock period | `81.02%` |
| Largest net degree at the start of global routing | `18` |
| CP delay by family, top | `buffers and inverters` |
| Router iterations before antenna repair | `4` |
| Final ANT Viol Nets | `0` |
| Global-route wire length before repair | `5906 um` |
| FILL cells | `549` |
| Worst-case register-to-register setup slack | `370 ps` |
| CTS sink cnt | `54` |
| Aggregate routed wire length | `3213 um` |
| DP Worst Slack | `374.8 ps` |
| Top-level port count | `8` |
| Internal power of the cells | `0.002373 W` |
| Placeable core region | `0.005574 mm^2` |
| Worst stage delay on the critical path | `470 ps` |
| Worst-case vdd ir drop | `0.6779 mV` |
| Synthesized netlist cell count | `222` |
| Switching part of the total | `31.77%` |
| GRT overflow | `0` |
| CTS tree | `built` |
| Post-synthesis instance area | `0.002338 mm^2` |
| All-layer global routing usage | `12.08%` |
| Total cells reported by yosys after synthesis | `222` |
| Post-layout minimum cycle time | `1539 ps` |
| Most common library cell in the layout ignoring fill and taps | `dfxtp_1` |
| Wire length per cell after detailed routing | `10.40 um` |
| Die Span Y | `78.46 um` |
| Worst Skew | `13.70 ps` |
| First element of the critical path | `EE._Q` |
| Placed standard-cell area | `0.002499 mm^2` |
| Number of buffers created by CTS | `5` |
| Port Buf Inserts | `7` |
| Via-to-Cell Ratio | `4.751` |
| Combinational share of power | `28.3%` |
| Post-CTS setup buffer count | `0` |
| Number of antenna repair diodes | `0` |
| DP HPWL | `2399 um` |
| Antenna violations before repair | `0` |
| Post-route design area | `0.002599 mm^2` |
| Total of hold buffers inserted after clock tree synthesis | `0` |
| Warnings from Yosys | `1` |
| Clock insertion delay at the later pin of the skew report | `310 ps` |
| Total DRC errors in the routed layout | `0` |
| YS chip area | `0.002338 mm^2` |
| Routability-driven placement congestion ratio | `0.7571` |
| Top cell type by total area after synthesis | `dfxtp_1` |
| Final instance count without filler cells | `309` |
| Clock tree buffer depth | `2` |
| Distinct lib cells | `14` |
| Max Fanout on Critical Path | `3` |
| Dominant cell area share | `46.23%` |
| Register-to-Register Path Depth | `6` |
| Leakage Power | `1.173 nW` |
| Overall die width | `78.46 um` |
| Clock Tree Root | `clkbuf_8` |
| Critical Path End Type | `output pin` |
| Number of register bits inferred by synthesis | `54` |
| Smallest setup slack after layout | `360.5 ps` |
| Worst min-delay path class | `reg2reg` |
| Pins over their slew limit | `0` |
| Number of setup violations in the final report | `0` |
| Path length in cells of the critical path | `1` |
| Ordered cell list for the critical path | `clkdlybuf4s50_1` |
| Site Rows | `27` |
| Worst Path Buf+Inv | `1` |
| Ranking of synthesized cells by area | `dfxtp_1 46%, ha_1 16%, mux2i_1 10%` |
| Crit path capture | `Q` |
| Avg Inst Size Synth | `10.53 um^2` |
| Overall via count from detail_route | `1468` |
| Psw | `0.001105 W` |
| Total of cells resized after clock tree synthesis | `0` |
| Iteration-0 DRC count of the detailed router | `28` |
| Most used cells in the layout excluding fill and tap cells | `54 x dfxtp_1, 48 x nor2_1, 30 x ha_1` |
| Relative contribution of the clock network to total power | `19.4%` |
[metal layers]
metal  global-route usage (%)  part of all wire (%)
met1                    16.98                    52
met2                    20.09                    44
met3                    2.361                   2.7
met4                    1.852                   1.8
met5                        0                     0
[final cells by class]
| cell class | instances | area, um^2 | area share, % |
|---|---|---|---|
| multi-input cells | 168 | 1257 | 48.39 |
| clock buffers | 6 | 82.58 | 3.178 |
| repair buffers | 7 | 70.07 | 2.696 |
| flip-flops and latches | 54 | 1081 | 41.60 |
| well taps | 72 | 90.09 | 3.467 |
| clock inverters | 2 | 17.52 | 0.6740 |
[logic make-up after synthesis]
| group | Yosys count | share of synthesized area, % |
|---|---|---|
| AND/OR/NAND/NOR | 84 | 17.18 |
| flip-flops | 54 | 46.23 |
| adder cells (fa/ha/maj) | 30 | 16.05 |
| XOR/XNOR | 24 | 8.989 |
| multiplexers | 24 | 10.27 |
| AND-OR/OR-AND | 6 | 1.284 |
[worst register-to-register path: stages (launching register included)]
cell,delay (ps)
dfxtp_1,340
ha_1,200
and3_1,200
ha_1,270
nand4b_1,220
xor2_1,140
nor2_1,50
[registers in the layout, summed over array words and instances, names as in the netlist, 5 cells and up]
signal   cells
AA.tplh      5
BB.tplh      5
CC.tplh      5
DD.tplh      5
EE.tplh      5
FF.tplh      5
[power groups by stage]
| stage | registers, W | logic [W] | clock network (W) |
|---|---|---|---|
| 4_1_cts | 0.00182 | 0.00101 | 0.000706 |
| 5_1_grt | 0.00187 | 0.00119 | 0.000759 |
| 6_report | 0.00182 | 0.000985 | 0.000676 |
[stage by stage]
step	hold slack (ps)	total power, W	utilization [%]
2_1_floorplan	467.6	0.002630	-
3_3_place_gp	480.9	0.002803	44.83
4_1_cts	512.8	0.003540	46.62
5_1_grt	550.8	0.003823	46.62
3_5_place_dp	490.9	0.002849	44.83
6_report	505.6	0.003478	46.62
[how the worst min path moves through the flow]
| stage | startpoint | slack, ps | cells after the start | to |
|---|---|---|---|---|
| 5_1_grt | EE.tphl[1] | 550 | 2 | EE.tphl[1] |
| 4_1_cts | DD.tphl[1] | 510 | 2 | DD.tphl[1] |
| 6_report | DD.tphl[1] | 510 | 2 | DD.tphl[1] |
[Yosys cell counts, drive strengths merged]
library cell   n
and3          11
ha            30
o21ai          6
nor2b          6
nor2          48
nand3          5
dfxtp         54
nand2          6
nand4          1
mux2i         24
xnor2          6
xor2          18
nand4b         6
and4           1
Power is estimated from default activity; no workload was simulated.
