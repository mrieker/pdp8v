File: /design/flow/config.mk
export PLATFORM = sky130hd
export DESIGN_NAME = i2cmaster
export DESIGN_NICKNAME = i2cmaster
export VERILOG_FILES = /design/flow/design.v
export SDC_FILE = /design/flow/constraint.sdc
export NUM_CORES = 4
export LEC_CHECK = 1
export CORE_UTILIZATION = 30
File: /design/flow/design.v
module i2cmaster (CLOCK, RESET, wrcmd, command, status, sclo, sdao, sdai, state, counthi);
    input CLOCK, RESET, wrcmd, sdai;
    output reg sclo, sdao;
    input[63:00] command;
    output reg[63:00] status;
    reg[63:00] comand;
    reg[7:0] count;
    wire[2:0] countlo;
    output[4:0] counthi;
    output reg[2:0] state;
    assign countlo = count[2:0];
    assign counthi = count[7:3];
    localparam[2:0] IDLE  = 0;
    localparam[2:0] START = 1;
    localparam[2:0] BEGIN = 2;
    localparam[2:0] READ  = 3;
    localparam[2:0] WRITE = 4;
    localparam[2:0] STOP  = 5;
    always @(posedge CLOCK or posedge RESET) begin
        if (RESET) begin
            comand <= 0;
            sclo   <= 1;
            sdao   <= 1;
            state  <= IDLE;
            status <= 0;
        end else if (wrcmd) begin
            comand <= command;
            count  <= 0;
            sclo   <= 1;
            sdao   <= 1;
            state  <= START;
            status[63:62] <= 2'b10;
        end else begin
            case (state)
            START:
                begin
                    if (countlo != 7) begin
                        count <= count + 1;
                    end else begin
                        case (count[6:3])
                        0:
                            begin
                                count <= count + 1;
                                sdao  <= 0;
                            end
                        1:
                            begin
                                count <= count + 1;
                                sclo  <= 0;
                            end
                        2:
                            begin
                                state <= BEGIN;
                            end
                        endcase
                    end
                end
            BEGIN:
                begin
                    count  <= 0;
                    case (comand[63:62])
                    2'b00:   
                        begin
                            sdao  <= 0;
                            state <= STOP;
                        end
                    2'b01:   
                        begin
                            sclo  <= 1;
                            sdao  <= 1;
                            state <= START;
                        end
                    2'b10:   
                        begin
                            sdao  <= 1;
                            state <= READ;
                        end
                    2'b11:   
                        begin
                            sdao  <= comand[61];
                            state <= WRITE;
                        end
                    endcase
                    comand <= { comand[61:00], 2'b00 };
                end
            STOP:
                begin
                    if (countlo != 7) begin
                        count <= count + 1;
                    end else begin
                        case (count[6:3])
                        0:
                            begin
                                count <= count + 1;
                                sclo <= 1;
                            end
                        1:
                            begin
                                count <= count + 1;
                                sdao  <= 1;
                            end
                        2:
                            begin
                                state <= IDLE;
                                status[63:62] <= 2'b00;
                            end
                        endcase
                    end
                end
            READ:
                begin
                    if (countlo != 7) begin
                        count <= count + 1;
                    end else begin
                        case (counthi)
                        0, 2, 4, 6, 8, 10, 12, 14:
                            begin
                                count <= count + 1;
                                sclo  <= 1;
                            end
                        1, 3, 5, 7, 9, 11, 13:
                            begin
                                count <= count + 1;
                                sclo  <= 0;
                                status[55:00] = { status[54:00], sdai };
                            end
                        15:
                            begin
                                count <= count + 1;
                                sclo  <= 0;
                                sdao  <= 0;
                                status[55:00] = { status[54:00], sdai };
                            end
                        16:
                            begin
                                count <= count + 1;
                                sclo  <= 1;
                            end
                        17:
                            begin
                                count <= count + 1;
                                sclo  <= 0;
                            end
                        18:
                            begin
                                state <= BEGIN;
                            end
                        endcase
                    end
                end
            WRITE:
                begin
                    if (countlo != 7) begin
                        count <= count + 1;
                    end else begin
                        case (counthi)
                        0, 3, 6, 9, 12, 15, 18, 21:
                            begin
                                count <= count + 1;
                                sclo  <= 1;
                            end
                        1, 4, 7, 10, 13, 16, 19, 22:
                            begin
                                count <= count + 1;
                                sclo  <= 0;
                            end
                        2, 5, 8, 11, 14, 17, 20:
                            begin
                                comand <= { comand[62:00], 1'b0 };
                                count  <= count + 1;
                                sdao   <= comand[62];
                            end
                        23:
                            begin
                                comand <= { comand[62:00], 1'b0 };
                                count  <= count + 1;
                                sdao   <= 1;
                            end
                        24:
                            begin
                                count <= count + 1;
                                sclo  <= 1;
                            end
                        25:
                            begin
                                if (sdai) begin
                                    comand[63] <= 1'b0;
                                    status[63:62] <= 2'b01;
                                    state <= IDLE;
                                end else begin
                                    count <= count + 1;
                                    sclo  <= 0;
                                end
                            end
                        26:
                            begin
                                state <= BEGIN;
                            end
                        endcase
                    end
                end
            STOP:
                begin
                    if (countlo != 7) begin
                        count <= count + 1;
                    end else begin
                        case (counthi)
                        0:
                            begin
                                count <= count + 1;
                                sclo  <= 1;
                            end
                        1:
                            begin
                                count <= count + 1;
                                sdao  <= 1;
                            end
                        2:
                            begin
                                state <= IDLE;
                                status[63:62] <= 2'b00;
                            end
                        endcase
                    end
                end
            endcase
        end
    end
endmodule
File: /design/flow/constraint.sdc
current_design i2cmaster

set clk_period 15.2
set clk_io_pct 0.2

create_clock -name clk0 -period $clk_period [get_ports {CLOCK}]

set non_clock_inputs [all_inputs -no_clocks]
set_input_delay [expr $clk_period * $clk_io_pct] -clock clk0 $non_clock_inputs
set_output_delay [expr $clk_period * $clk_io_pct] -clock clk0 [all_outputs]
File: /design/flow/run.sh
#!/bin/bash
# OpenROAD 26Q1-2900-gdf79404cd8, Yosys 0.63+post, stock flow scripts
make -C /OpenROAD-flow-scripts/flow DESIGN_CONFIG=/design/flow/config.mk WORK_HOME=/design/flow/orfs finish
==> metrics.txt <==
# HELP chip_impl_metric Implementation results
# TYPE chip_impl_metric gauge
chip_impl_metric{name="grt_pass1_wl",unit="mm"} 28.7
chip_impl_metric{name="largest_stage_delay_on_the_critical_path",unit="ns"} 0.64
chip_impl_metric{name="detail_route.drc_violations",unit=""} 0
chip_impl_info{name="top_cells_by_area",value="dfrtp_1 (43%), a21oi_1 (9.3%), mux2_1 (8.7%)"} 1
chip_impl_metric{name="timing.critical_path.required",unit="ns"} 15.47
chip_impl_metric{name="io_pins",unit=""} 142
chip_impl_metric{name="cp_max_fo",unit=""} 70
chip_impl_metric{name="dpl.cell_count",unit=""} 1193
chip_impl_metric{name="combGateArea",unit="sq mm"} 0.00339
chip_impl_metric{name="htree_num_levels",unit=""} 4
chip_impl_metric{name="synthArstFlopShare",unit=""} 0.941
chip_impl_metric{name="cap_viol_max_count",unit=""} 0
chip_impl_metric{name="clock-skew-final",unit="ns"} 0.00881
chip_impl_info{name="yosys.area.top_type",value="dfrtp_1"} 1
chip_impl_metric{name="setup_viol_count_final",unit=""} 0
chip_impl_info{name="ctsRootBufferMaster",value="clkbuf_16"} 1
chip_impl_metric{name="arrival",unit="ns"} 5.56
chip_impl_info{name="critPathSlowestCell",value="buf_4"} 1
chip_impl_metric{name="antenna_violations_before_repair",unit=""} 1
chip_impl_info{name="final_common_cell",value="nand2_1"} 1
chip_impl_metric{name="fmax",unit="MHz"} 189
chip_impl_metric{name="synth.distinct_cells",unit=""} 57
chip_impl_metric{name="layout.filler_cells",unit=""} 2324
chip_impl_metric{name="vdd.ir_drop.worst",unit="V"} 0.0000743
chip_impl_metric{name="final-max-slew-violation-count",unit=""} 0
chip_impl_info{name="setup_repair_after_global_routing_missed_its_margin",value="false"} 1
chip_impl_metric{name="min_period_over_period",unit=""} 0.348
chip_impl_metric{name="yosys_warnings",unit=""} 1
chip_impl_info{name="worstSetupEndpointType",value="flip-flop"} 1
chip_impl_metric{name="standby_leakage_power",unit="nW"} 3.75
chip_impl_metric{name="tritoncts_num_sinks",unit=""} 135
chip_impl_metric{name="detailedRoute.firstPassIterationCount",unit=""} 5
chip_impl_info{name="synth-main-ff-cell",value="dfrtp_1"} 1
chip_impl_metric{name="final.setup.tns",unit="ns"} 0
chip_impl_metric{name="top_area_frac",unit=""} 0.433
chip_impl_metric{name="coreArea",unit="sq mm"} 0.0235
chip_impl_metric{name="fin_cells",unit=""} 1225
chip_impl_metric{name="viasPerCell",unit=""} 4.88
chip_impl_metric{name="fp-row-count",unit=""} 56
chip_impl_metric{name="slew_headroom",unit=""} 0.446
chip_impl_metric{name="ant_nets",unit=""} 0
chip_impl_info{name="crit_top_cell",value="buf_4"} 1
chip_impl_metric{name="detail_route.wirelength",unit="mm"} 17.5
chip_impl_metric{name="postCtsHoldBufs",unit=""} 0
chip_impl_metric{name="timing_worst_slew_pin_value",unit="ns"} 0.827
chip_impl_metric{name="initial_utilization",unit=""} 0.307
chip_impl_metric{name="dpl_worst_slack",unit="ns"} 9.49
chip_impl_metric{name="synth.avg_cell_area",unit="sq um"} 8.99
chip_impl_info{name="status",value="finished clean"} 1
chip_impl_metric{name="post-layout-total-power",unit="W"} 0.00113
chip_impl_metric{name="detail_route.wl_per_cell",unit="um"} 14.3
chip_impl_metric{name="vias_in_the_first_global_route",unit=""} 5411
chip_impl_metric{name="synthCells",unit=""} 803
chip_impl_metric{name="timing.hold.ws",unit="ns"} 0.489
chip_impl_info{name="min-delay-path-class",value="flip-flop to flip-flop"} 1
chip_impl_metric{name="port_buffers",unit=""} 135
chip_impl_info{name="lay_top_cells",value="nand2_1 (139), a21oi_1 (134), clkdlybuf4s50_1 (134)"} 1
chip_impl_metric{name="syn-cell-area",unit="sq mm"} 0.00722
chip_impl_metric{name="synth-seq-area-share",unit=""} 0.474
chip_impl_info{name="tritoncts",value="yes"} 1
chip_impl_metric{name="pwr_density_cell",unit="mW/mm^2"} 122
chip_impl_metric{name="placer_congestion",unit=""} 0.851
chip_impl_metric{name="global_route.overflow_total",unit=""} 0
chip_impl_metric{name="hold_violations",unit=""} 0
chip_impl_metric{name="final-seq-area",unit="sq mm"} 0.00342
chip_impl_info{name="crit_path_cell_trace",value="buf_4, nor4b_4, inv_2, a2111oi_4, nand2b_4, buf_4, o21ai_1"} 1
chip_impl_metric{name="die_height",unit="um"} 157
chip_impl_metric{name="detailedRoute.firstIterationViolations",unit=""} 446
chip_impl_metric{name="track_usage",unit=""} 0.149
chip_impl_metric{name="flops_latches_synth",unit=""} 135
chip_impl_metric{name="synth-area-yosys",unit="sq mm"} 0.00722
chip_impl_metric{name="route.antenna.diode_count",unit=""} 0
chip_impl_metric{name="ctsResizeCount",unit=""} 0
chip_impl_metric{name="flow.area_growth_from_synthesis",unit="%"} 28.2
chip_impl_info{name="critPathKind",value="primary input to flip-flop"} 1
chip_impl_metric{name="number_of_standard_cells_reported_by_yosys",unit=""} 803
chip_impl_metric{name="cts_buffer_depth",unit=""} 2
chip_impl_metric{name="layout_cell_share_with_drive_strength_beyond_1",unit=""} 0.0640
chip_impl_metric{name="count_of_library_flops_with_an_enable_pin",unit=""} 8
chip_impl_metric{name="clkTransAtPathRegs",unit="ns"} 0.06
chip_impl_metric{name="dieWidth",unit="um"} 157
chip_impl_metric{name="finalCriticalPeriod",unit="ns"} 5.29
chip_impl_metric{name="clk-insertion-delay-late",unit="ns"} 0.42
chip_impl_metric{name="vias",unit=""} 5983
chip_impl_metric{name="log.warning_count",unit=""} 29
chip_impl_metric{name="place.detailed.hpwl",unit="mm"} 11.2
chip_impl_metric{name="grt_start_max_net_pins",unit=""} 79
chip_impl_metric{name="total_cts_buffers",unit=""} 17
chip_impl_metric{name="cts.repair_timing.setup_buffer_count",unit=""} 0
chip_impl_metric{name="setup_slack",unit="ns"} 9.91
chip_impl_metric{name="chipArea",unit="sq mm"} 0.0247
chip_impl_info{name="startpoint_type",value="primary input"} 1
==> critical path: cells and delay by family <==
family,cells,cell delay (ns)
compound gates,2,0.42
buf+inv,3,1.02
simple gates,2,1.02
==> layer usage <==
| layer | track usage | share of wire | vias up |
|---|---|---|---|
| met5 | 0 | 0 | - |
| met4 | 0.0116 | 0.0075 | 0 |
| met3 | 0.0314 | 0.065 | 11 |
| met2 | 0.214 | 0.44 | 180 |
| met1 | 0.245 | 0.49 | 2792 |
| li1 | - | - | 3000 |
==> flip-flops by register name (all words and copies together) (netlist names) <==
signal  count
state       3
sdao        1
comand     64
status     58
count       8
sclo        1
==> power by group <==
| group | switching [W] | internal, W |
|---|---|---|
| Combinational | 0.000145 | 0.000112 |
| Sequential | 0.0000589 | 0.000420 |
| Clock | 0.000167 | 0.000229 |
==> worst paths after layout <==
kind                                 start         end  slack, ns  cells past startpoint
worst min register to register  status[55]  status[55]       0.49                      1
max in group asynchronous            RESET  status[45]      10.80                      3
worst max register to register    count[6]  comand[54]      12.00                      6
worst min-delay path            status[55]  status[55]       0.49                      1
min in group asynchronous            RESET  status[63]       3.17                      2
worst max-delay path                 wrcmd  comand[54]       9.91                      7
==> cell families (layout without fill, tap and decap cells) <==
group / Yosys count / after routing / share of synthesized area
AND-OR/OR-AND: 301 / 301 / 0.225
XOR/XNOR: 9 / 9 / 0.0109
adder cells (fa/ha/maj): 7 / 7 / 0.0121
buffers and inverters: 90 / 188 / 0.0615
flip-flops: 135 / 135 / 0.474
multiplexers: 60 / 60 / 0.0931
other: 1 / 6 / 0.000520
AND/OR/NAND/NOR: 200 / 200 / 0.123
==> layout make-up <==
| cell class | count | area share |
|---|---|---|
| Sequential cell | 135 | 0.370 |
| Tap cell | 319 | 0.0431 |
| Multi-Input combinational cell | 583 | 0.367 |
| Inverter | 11 | 0.00500 |
| Timing Repair Buffer | 145 | 0.154 |
| Clock buffer | 18 | 0.0464 |
| Clock inverter | 14 | 0.0151 |
==> synthesized netlist by cell type (2+ instances only) <==
cell type / count
a21oi_1: 134
dfstp_2: 2
clkbuf_1: 35
inv_2: 2
o31ai_1: 3
ha_1: 7
buf_6: 6
o21ai_0: 39
buf_4: 11
edfxtp_1: 8
a211oi_1: 3
nand3b_1: 4
nor2b_1: 3
buf_1: 11
mux2_1: 56
o211ai_1: 3
nor2_1: 21
o21ai_1: 98
nor3b_1: 2
a22o_1: 2
buf_2: 16
dfrtp_1: 125
o221ai_1: 3
nand4_1: 2
nor3_1: 6
xor2_1: 4
xnor2_1: 5
nor4_1: 2
a22oi_1: 2
nand2_1: 139
nand3_1: 5
nand2b_1: 5
inv_1: 9
mux2i_1: 3
or3_1: 2
a31oi_1: 4
==> through the flow <==
stage	area, sq um	utilization
3_5_place_dp	8690	0.369
5_1_grt	9260	0.393
2_1_floorplan	7240	-
3_3_place_gp	8690	0.369
6_report	9260	0.393
4_1_cts	9260	0.393
No activity file was given, so power comes from the tool's default toggle rates.
